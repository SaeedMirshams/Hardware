==> flow/design.v <==
   module first_counter (
  clock ,  
  reset ,  
  enable ,  
  counter_out  
  );  
  input clock ;
  input reset ;
  input enable ;
  output [3:0] counter_out ;
  wire clock ;
  wire reset ;
  wire enable ;
  reg [3:0] counter_out ;
  always @ (posedge clock)
  begin : COUNTER  
    if (reset == 1'b1) begin
      counter_out <=  #1  4'b0000;
    end
    else if (enable == 1'b1) begin
      counter_out <=  #1  counter_out + 1;
    end
  end  
endmodule
==> flow/run.sh <==
#!/bin/bash
# OpenROAD 26Q1-2900-gdf79404cd8, Yosys 0.63+post, stock flow scripts
make -C /OpenROAD-flow-scripts/flow DESIGN_CONFIG=/design/flow/config.mk WORK_HOME=/design/flow/orfs finish
==> flow/config.mk <==
export PLATFORM = sky130hd
export DESIGN_NAME = first_counter
export DESIGN_NICKNAME = first_counter
export VERILOG_FILES = /design/flow/design.v
export SDC_FILE = /design/flow/constraint.sdc
export NUM_CORES = 4
export LEC_CHECK = 1
export CORE_AREA = 10 10 70 70
export DIE_AREA = 0 0 80 80
==> flow/constraint.sdc <==
current_design first_counter

set clk_period 1.3
set clk_io_pct 0.2

create_clock -name clk0 -period $clk_period [get_ports {clock}]

set non_clock_inputs [all_inputs -no_clocks]
set_input_delay [expr $clk_period * $clk_io_pct] -clock clk0 $non_clock_inputs
set_output_delay [expr $clk_period * $clk_io_pct] -clock clk0 [all_outputs]
==> deck_impl_summary.md <==
Synthesis and Place & Route Summary

Route
  – Drt via density: 2.14
  – Initial DRT Pass Iterations: 3
  – DR vias: 158
  – Remaining DRCs: 0
  – Post-route ant nets: 0
  – DR iter-0 viols: 8
  – Routed WL: 490 um
  – Antenna diodes: 0
  – Routed WL per cell: 6.62 um

Final timing
  – Final hold vios: 0
  – Setup TNS: 0 ns
  – Tmin final: 1.07 ns
  – Clock skew: 0.000485 ns
  – Worst Tran Pin Value: 0.136 ns
  – Period Utilization, post-route: 0.823
  – Worst hold slack: 0.537 ns
  – Highest Clock Rate: 935 MHz
  – Max-slew headroom: 0.907
  – Final setup vio count: 0
  – RSZ-0062 raised after global routing: no
  – Max Slew Vio Count: 0
  – Worst Slack Setup Final: 0.230 ns

Pwr
  – VDD IR max: 298 uV
  – Design Power: 336 uW
  – Pwr dens: 972 nW/um^2
  – Static leakage: 0.164 nW

Clock tree
  – Worst skew pair latency: 0.23 ns
  – Total CTS buffers: 3
  – Max Root-Sink Buffers: 2
  – CTS Sinks: 4
  – Cts hold-fix bufs: 0
  – Reg clk slew, reported paths: 0.04 ns
  – Clock Tree Root: clkbuf_4
  – H-tree levels: 1
  – CTS tree: done

Setup path
  – CP max-delay cell: dfxtp_2
  – Kind of critical path: reg -> out
  – Worst Path Required: 1.04 ns
  – Critical path buffers and inverters: 1
  – Critical Path Fanout Max: 4
  – Top Family by Delay on Critical Path: flip-flops
  – Worst EP arrival: 0.81 ns
  – Crit. End Element: output port
  – Slowest cell delay on critical path: 0.32 ns
  – Reg2Reg Depth: 4
  – R2R Setup Slk: 0.26 ns
  – Crit path launch type: flip-flop
  – Critical path depth: 1
  – Crit path cell chain: dlygate4sd2_1

Yosys
  – Yosys cell count: 16
  – Seq share, synth: 0.448
  – Synthesis area per yosys: 179 sq um
  – Cell Type Count: 11
  – Flops after synth: 4
  – Post-Syn Instances: 16
  – Post-synth area hogs: dfxtp_1 45%, mux2_4 8.4%, ha_1 7.0%, nand4_2 7.0%, nor2_1 6.3%
  – Largest type area fraction: 0.448
  – Yosys warns: 1
  – Synth Area per Inst: 11.2 sq um
  – Cell area after synthesis: 179 sq um
  – Cell type with the largest total area: dfxtp_1

GRT
  – Vias in the first global route: 125
  – Largest net degree at the start of global routing: 5
  – Initial antenna violation count: 0
  – Grt ovf: 0
  – Global-route wire length before repair: 662 um
  – GRT Util Overall: 0.0155

Floorplanning
  – Site row count: 21
  – I/O Pins: 7
  – Fp_density: 0.0524
  – Die Y: 80 um
  – Die X: 80 um
  – Core footprint: 3420 sq um
  – Die Size: 6400 sq um

Outcome
  – Status: finished, final reports clean

Place
  – Placed cells: 71
  – Placed cell area: 319 sq um
  – Half-perimeter wire length after placement: 401 um
  – Placement Setup Slack: 0.00487 ns
  – PortBufs: 6
  – GPL Wtd Cong: 0.665

Finish
  – Synth-to-layout area growth: 93.0%
  – Layout cell share with drive strength beyond 1: 0.464
  – Final Non-Filler Cells: 74
  – Largest Register: counter_out
  – Max FFs per register: 4
  – Post-Layout Inst Area: 345 sq um
  – Top Registers: counter_out: 4 flops
  – Finished Core Util: 0.101

Hold path
  – Worst hold path type: reg -> reg
  – Hold path depth: 2

Run
  – MaxCap Viol Count: 0
  – Tool Warnings: 25
==> kinds of logic (layout without fill, tap and decap cells) <==
| logic type | after synthesis | in the layout | synth area share |
|---|---|---|---|
| AOI/OAI and AO/OA | 2 | 2 | 0.0839 |
| xor gates and xnor gates | 1 | 1 | 0.0490 |
| adders and majority gates | 1 | 1 | 0.0699 |
| buffers and inverters | 0 | 12 | 0 |
| DFF | 4 | 4 | 0.448 |
| muxes | 2 | 2 | 0.140 |
| and+or+nand+nor | 6 | 6 | 0.210 |
==> timing repair <==
item                       in CTS  in global routing
buffers inserted                0                  0
gates cloned                    0                  0
gates resized                   7                  1
setup endpoints to repair       4                  1
==> Yosys cell counts <==
cell and n:
a21bo_2 1, mux2_4 1, mux2i_1 1, ha_1 1, nor2b_1 1, nand3b_1 1, a21oi_1 1, xnor2_1 1
dfxtp_1 4, nand4_2 1, nor2_1 3
==> path summary, 6_finish.rpt <==
| kind | from | end |
|---|---|---|
| hold reg to reg | counter_out[2] | counter_out[2] |
| setup / recovery | counter_out[2] | counter_out[2] |
| setup reg to reg | counter_out[0] | counter_out[2] |
| hold / removal | counter_out[2] | counter_out[2] |
==> layout by cell type, fill, tap and decap left out <==
cell type / count
a21bo_2: 1
a21oi_1: 1
buf_4: 3
clkbuf_4: 3
clkdlybuf4s50_1: 2
dfxtp_2: 4
dlygate4sd2_1: 3
dlymetal6s2s_1: 1
ha_1: 1
mux2_4: 1
mux2i_1: 1
nand3b_1: 1
nand4_2: 1
nor2_1: 3
nor2b_1: 1
xnor2_1: 1
==> power breakdown <==
part           total [mW]  switching (mW)  internal, mW
sequential          0.137         0.00549         0.132
combinational      0.0470          0.0175        0.0295
clock               0.152          0.0485         0.103
total               0.336          0.0714         0.264
==> metal layers <==
| layer | GRT usage | routed length (um) |
|---|---|---|
| met5 | 0 | 0 |
| met4 | 0.00352 | 6 |
| met3 | 0.0227 | 81 |
| met2 | 0.0120 | 162 |
| met1 | 0.0199 | 240 |
==> worst register-to-register path, delay by kind of cell (launching register included) <==
family                     cells  cell delay [ns]
AOI/OAI and AO/OA              2             0.31
adders and majority gates      1             0.20
DFF                            1             0.31
buffers and inverters          1             0.14
==> layout make-up <==
type                            count  area, sq um
Timing Repair Buffer                9         81.3
Multi-Input combinational cell     12         98.8
Sequential cell                     4         85.1
Tap cell                           46         57.6
Fill cell                         402         3070
Clock buffer                        3         22.5
No activity file was given, so power comes from the tool's default toggle rates.
